==> flow/design.v <==
module sum1b (
    input  a,
    input  b,
    input  ci,
    output  s,
    output co
);
wire xor1;
wire and1;
wire and2;
assign xor1 = a ^ b;
assign and1 = xor1 & ci;
assign and2 = a & b;
assign s = xor1 ^ ci;
assign co = and1 | and2;
endmodule
module sum3b(A, B, Ci, SSeg, an);
input [2:0] A;
input [2:0] B;
input Ci;
wire [3:0] S;  
output reg [0:6] SSeg;
output [3:0] an; 
assign an = 4'b0111;
wire C1;
wire C2;
sum1b sum0(.a(A[0]), .b(B[0]), .ci(1'b0), .s(S[0]), .co(C1));
sum1b sum1(.a(A[1]), .b(B[1]), .ci(C1), .s(S[1]), .co(C2));
sum1b sum2(.a(A[2]), .b(B[2]), .ci(C2), .s(S[2]), .co(S[3]));
always @ ( * ) begin
  case (S)
   4'b0000: SSeg = 7'b0000001;  
	 4'b0001: SSeg = 7'b1001111;  
	 4'b0010: SSeg = 7'b0010010;  
	 4'b0011: SSeg = 7'b0000110;  
	 4'b0100: SSeg = 7'b1001100;  
	 4'b0101: SSeg = 7'b0100100;  
	 4'b0110: SSeg = 7'b0100000;  
	 4'b0111: SSeg = 7'b0001111;  
	 4'b1000: SSeg = 7'b0000000;  
	 4'b1001: SSeg = 7'b0000100;  
   4'ha: SSeg = 7'b0001000;  
   4'hb: SSeg = 7'b1100000;
   4'hc: SSeg = 7'b0110001;
   4'hd: SSeg = 7'b1000010;
   4'he: SSeg = 7'b0110000;
   4'hf: SSeg = 7'b0111000;
    default:
    SSeg = 0;
  endcase
end
endmodule
==> flow/run.sh <==
#!/bin/bash
# OpenROAD 26Q1-2900-gdf79404cd8, Yosys 0.63+post, stock flow scripts
make -C /OpenROAD-flow-scripts/flow DESIGN_CONFIG=/design/flow/config.mk WORK_HOME=/design/flow/orfs finish
==> flow/config.mk <==
export PLATFORM = sky130hd
export DESIGN_NAME = sum3b
export DESIGN_NICKNAME = sum3b
export VERILOG_FILES = /design/flow/design.v
export SDC_FILE = /design/flow/constraint.sdc
export NUM_CORES = 4
export LEC_CHECK = 1
export CORE_AREA = 10 10 70 70
export DIE_AREA = 0 0 80 80
==> flow/constraint.sdc <==
current_design sum3b

set clk_period 4.0
set clk_io_pct 0.2

create_clock -name clk0 -period $clk_period

set non_clock_inputs [all_inputs -no_clocks]
set_input_delay [expr $clk_period * $clk_io_pct] -clock clk0 $non_clock_inputs
set_output_delay [expr $clk_period * $clk_io_pct] -clock clk0 [all_outputs]
==> commit_impl_results.txt <==
Record implementation results from latest flow run

* Synthesized area: 370 µm²
* Clock buffer instance count of the final layout: 0
- Instance area after placement: roughly 560 µm²
- Antenna violations before repair: 0
- A synthesized cell averages a little under 9 µm².
* Pins over their slew limit: 0
- Total Power: 113 µW
- The script extracted a total leakage power of around 0.00034 µW.
* Non-Filler Cell Area, Final: 602 µm²
- The power report shows net switching accounting for 38.9% of the total.
- Between the synthesized netlist and the finished layout, the area growth was recorded as 62.5%.
* Antenna Diode Count: 0
- For this design, Yosys synthesis ends with a cell count of 42.
- Detailed-router iteration count before antenna repair: 3
* Top cell types by occurrence after synthesis: ha_1, inv_1, mux2i_1, buf_4
- The worst setup path is launched from a primary input.
* Hold_sp: B[2]
- The highest supply drop recorded on VDD is 87.3 µV.
- Worst hold path stage count: 5
* Cells after Synth: 42
* First-pass GRT wire length: 1.50 mm
- Of the total power, combinational logic draws around 100%.
- Type of the worst setup path: primary input to primary output
* Data arrival time of the worst path: 3.16 ns
- Post-DR vias/cell: 3.01
- Worst Setup End Kind: primary output
- Per the detailed-route log, wirelength across all metal layers totals 846 µm.
* Result of the run: finished clean
- The detailed router placed 310 vias in this run.
- Overflow after GRT: 0
- Height of the chip: 80 µm
- The clock network accounts for 0% of the total power.
- Placement row count: 21
- Summed over all routing layers, the global router reports a total usage of 2.78%.
- Register share of total power: 0%
- Port Buffer Count: 13
- Post-DRT Antenna Nets: 0
* Count of final setup violators: 0
- During I/O placement, the number of pins put on the boundary was 18.
* Shortest clock period the worst path allows after layout: 3.96 ns
- The number of global-route vias before repair is 327.
* First-iteration detailed-routing DRC count: 13
- Setup repair after global routing could not meet its margin everywhere.
* Yosys-reported design area after synthesis: ~370 µm²
* Yosys warns: 1
* Die x size: 80 µm
* Core Density at Floorplan: between 10% and 20%
- Largest cells by area after synthesis: ha_1, mux2i_1, fa_1, buf_4, inv_1
- Sequential cells: 0
- RD Place Congestion: about 0.83
* Switching power total: 43.9 µW
* Cell type with the largest total area after synthesis: ha_1
- Average wire length per cell after detail routing: between 8 and 9 µm
- Chip footprint: 6400 µm²
* Hold crit path type: primary input to primary output
- Once detailed placement completed, the half-perimeter wirelength came to 780 µm.
- Hold Path End: SSeg[2]
- Total DRC errors in the routed layout: 0
- Power density of the placed cells: about 190 nW/µm²
* Power Internal: 69.0 µW
* Post-synthesis sequential area ratio: 0%
- Number of OpenROAD warnings: 39
- Core box area: roughly 3400 µm²
- In the final layout, flip-flops and latches occupy 0 µm².
* Fraction of final layout cells sized beyond drive strength 1: 26.3%
- The area fraction of the largest cell type after synthesis is 23.6%.
* Cycle use final: 99.0%
- Tally of max-capacitance violations: 0
- Fmax achieved: 0.253 GHz
- The final timing report lists a hold violation count of 0.
- Maximum number of pins on one net before global-route repair: 9
- The tightest hold path in the finished design has a slack of 2.57 ns.
* Yosys cell types: 18
- The critical path maximum fanout is 8.
- Worst endpoint required time: ~3.2 ns
==> final cells by class <==
cell class	instances	area, µm²
multi-input cells	31	328
well taps	46	57.6
repair buffers	19	190
fillers	392	2810
inverters	7	26.3
==> metrics by stage <==
step	TNS (ns)	worst slack [ns]	utilization, %	cells
floorplan	0	0.923	-	44
global placement	-0.515	-0.105	16.5	103
detailed placement	-0.755	-0.136	16.5	103
CTS	-0.00111	-0.00111	16.7	103
global route	-0.0560	-0.0560	17.6	103
finish	0	0.0418	17.6	103
==> repair_timing <==
| item | 4_1_cts | 5_1_grt |
|---|---|---|
| pin swaps | 1 | 1 |
| setup endpoints to repair | 7 | 6 |
| setup buffers | 0 | 0 |
| hold buffers | 0 | 0 |
| resized | 5 | 9 |
==> power groups by stage <==
stage	clock (µW)	combinational [µW]	sequential, µW
final	0	113	0
after global routing	0	130	0
after CTS	0	114	0
==> worst max-delay path: stages <==
cell and delay (ns):
clkdlybuf4s50_1 0.46, ha_1 0.14, inv_1 0.05, fa_2 0.33, fa_2 0.66, mux2i_1 0.23, clkdlybuf4s50_1 0.49
==> metal layers <==
layer / global-route usage, % / routed length, µm / vias to the layer above
met1: 3.74 / 447 / 132
met3: 1.36 / 115 / 0
met2: 4.17 / 284 / 15
met4: 0 / 0 / 0
met5: 0 / 0 / -
li1: - / - / 163
==> worst max-delay path by stage <==
| stage | startpoint | endpoint | slack, ns | depth (start not counted) |
|---|---|---|---|---|
| final | A[0] | SSeg[0] | 0.04 | 7 |
| after CTS | A[0] | SSeg[5] | -0.001 | 8 |
| after global routing | A[0] | SSeg[0] | -0.06 | 7 |
==> cells by family after synthesis <==
kind of cell               count (synthesis)  synth area share, %
muxes                                      8                 25.0
AOI/OAI and AO/OA                          4                 8.78
other                                      2                 2.03
and+or+nand+nor                            6                 10.1
buffers and inverters                     13                 19.6
adders and majority gates                  9                 34.5
==> cell usage in the layout (no fill, tap or decap), drive strengths merged <==
master         count
mux4               1
nand2b             1
dlymetal6s2s       5
nand3              1
o31ai              2
ha                 7
or3b               1
and2b              1
conb               4
nor2b              1
buf                6
fa                 2
nand2              1
inv                7
clkdlybuf4s50      7
mux2i              7
o22ai              2
dlygate4sd2        1
Power and IR drop assume default switching activity.
