===== design.v =====
module cf_divider(clk, rst, fdiv, ms_f, cs_f, ds_f, sec_f);  
input clk;  
input rst;  
output reg fdiv;  
output reg ms_f;  
output reg cs_f;  
output reg ds_f;  
output reg sec_f;  
parameter trmsn_cont = 800000;   
parameter tam_tc = $clog2(trmsn_cont);
reg [$clog2(trmsn_cont)-1:0] counter;
parameter ms_cont = 50000;       
parameter tam_ms = $clog2(ms_cont);
reg [$clog2(ms_cont)-1:0] ms_counter;
parameter cs_cont = 500000;      
parameter tam_cs = $clog2(cs_cont);
reg [$clog2(cs_cont)-1:0] cs_counter;
parameter ds_cont = 5000000;     
parameter tam_ds = $clog2(ds_cont);
reg [$clog2(ds_cont)-1:0] ds_counter;
parameter sc_cont = 50000000;    
parameter tam_sc = $clog2(sc_cont);
reg [$clog2(sc_cont)-1:0] sc_counter;
always @(posedge clk or posedge rst) begin 
    if(rst) begin  
        counter <= 'd0;
        ms_counter <= 'd0;
        cs_counter <= 'd0;
        ds_counter <= 'd0;
        sc_counter <= 'd0;
        fdiv <= 1'b0;  
        ms_f <= 1'b0;
        cs_f <= 1'b0;
        ds_f <= 1'b0;
        sec_f <= 1'b0;
    end else begin  
        if (counter == trmsn_cont) begin  
            counter <= 'd0;  
            fdiv <= ~fdiv;  
        end else begin  
            counter <= counter+1;
        end
        if (ms_counter == ms_cont) begin  
            ms_counter <= 'd0;
            ms_f <= ~ms_f;
        end else begin
            ms_counter <= ms_counter+1;
        end
        if (cs_counter == cs_cont) begin     
            cs_counter <= 'd0;
            cs_f <= ~cs_f;
        end else begin
            cs_counter <= cs_counter+1; 
        end
        if (ds_counter == ds_cont) begin      
            ds_counter <= 'd0;
            ds_f <= ~ds_f;  
        end else begin
            ds_counter <= ds_counter+1;
        end
        if (sc_counter == sc_cont) begin     
            sc_counter <= 'd0;
            sec_f <= ~sec_f;
        end else begin
            sc_counter <= sc_counter+1;
        end
    end
end
endmodule
module Crono (sdcm, SSeg, an);
  input [1:0] sdcm;
  output reg [0:6] SSeg;
  output [3:0] an;
  reg [3:0] an_reg;
  assign an = an_reg;
  always @ (*) begin
    case(sdcm)
        2'b00: an_reg = 4'b1110;  
        2'b01: an_reg = 4'b1100;  
        2'b10: an_reg = 4'b1000;  
        2'b11: an_reg = 4'b0000;  
        default:
        an_reg=4'b1110;  
    endcase
  end
endmodule

===== run.sh =====
#!/bin/bash
# OpenROAD 26Q1-2900-gdf79404cd8, Yosys 0.63+post, stock flow scripts
make -C /OpenROAD-flow-scripts/flow DESIGN_CONFIG=/design/flow/config.mk WORK_HOME=/design/flow/orfs finish

===== config.mk =====
export PLATFORM = sky130hd
export DESIGN_NAME = cf_divider
export DESIGN_NICKNAME = cf_divider
export VERILOG_FILES = /design/flow/design.v
export SDC_FILE = /design/flow/constraint.sdc
export NUM_CORES = 4
export LEC_CHECK = 1
export CORE_UTILIZATION = 50

===== constraint.sdc =====
current_design cf_divider

set clk_period 3.3
set clk_io_pct 0.2

create_clock -name clk0 -period $clk_period [get_ports {clk}]

set non_clock_inputs [all_inputs -no_clocks]
set_input_delay [expr $clk_period * $clk_io_pct] -clock clk0 $non_clock_inputs
set_output_delay [expr $clk_period * $clk_io_pct] -clock clk0 [all_outputs]

==> qor.csv <==
metric,value,unit
p_sw,0.481,mW
die_area,10800,µm²
mi_logic_area,2380,µm²
slew_viol_final,0,
flop_area,2730,µm²
gp_congestion,0.856,
reg2reg_to,sc_counter[22],
powerDensity,387,nW/µm²
cts_sinks,109,
viasPerCell,5.38,
grt_max_degree,38,
outcome,finished clean,
finalHoldViolCount,0,
ys_sh_simple,26.6,%
startpoint,sc_counter[0],
path_depth,7,
switching_share,21.9,%
firstDrtPassIters,5,
rsz0062_at_grt,false,
avgSynthCellArea,10.5,µm²
yosysWarnings,1,
endpoint_kind,register,
synth_cells,496,
final_cells,650,
routed-via-count,3497,
dp.cells,634,
ys_area,5220,µm²
numSynthFlops,109,
fa_ha_area_share,2.40,%
r2r_slack,1.24,ns
fin_crit_sh,62.3,%
slew_headroom,47.5,%
setup_tns,0,ns
synthTopLogicFamily,simple AND/OR/NAND/NOR gates,
fp_util,52.4,%
crit_end,sc_counter[22],
cts_tree,done,
postSynthSeqShare,52.3,%
pwr-share-comb,1.5,%
max_freq,0.486,GHz
antenna_found_initial,0,
clockRootBuffer,clkbuf_8,
io-pin-count,7,
insertion_delay,0.37,ns
ctsResizeCount,0,
startpoint_type,register,
compound_area_share,1.13,%
io_buffers,6,
max-cap-violations,0,
netlist_area,5220,µm²
cp_cell_sequence,inv_1 -> ha_1 -> nor4b_1 -> nand4_1 -> nor4_4 -> nand2b_1 -> mux2i_1,
p_seq_share,60.7,%
rows,36,
die_h,104,µm
clk_pin_slew,0.10,ns
htreeDepth,3,
ys_sh_mux,0.959,%
lay_top_count,dfrtp_1,
drt_wl_total,8440,µm
ys_sh_xor,14.6,%
reg2reg_from,sc_counter[0],
worstHoldPathType,register to register,
synth-edff-count,0,
cts_made_buffers,9,
syn_to_final_growth,9.02,%
yosys_cells,496,
yosysUniqueCellTypes,40,
ant_nets,0,
drtIter0Drc,207,
cpPeakStageDelay,0.62,ns
hpwl,5770,µm
p_int,1.72,mW
required,3.56,ns
ys_async_sr_fraction,100,%
setup_viol,0,
wl_per_cell,13.0,µm
fp.dieW,104,µm
drive_gt1_share,7.16,%
power.share.clock,37.8,%
grt_pass1_vias,3315,
cpLargestDelayFamily,simple AND/OR/NAND/NOR gates,
clockBufferDepth,2,
path_buffers,1,
ir_drop,0.000310,V
worstPathMaxFanout,16,
num-fill-cells,861,
coreArea,9950,µm²
grt_util_all_layers,17.4,%
overflow,0,
worstMarginPinSlew,0.781,ns
drc,0,
cts_setup_buffers,0,
clock_skew,0.0141,ns
n_antenna_cell,0,
fin_crit,2.06,ns
ff_type,dfrtp_1,
crit_arrival,2.31,ns
whs,0.466,ns
warnings,30,
r2r_cells,7,
crit_slowest_cell,nor4_4,
grt_pass1_wl,15200,µm
worst-setup-path-type,register to register,
holdBufCountCts,0,
p_leak,2.51,nW
layout_top_cells,"dfrtp_1 (109), nor2_1 (70), xnor2_1 (47)",
registers in the layout, summed over array words and instances, names as in the netlist:
signal      cells
sc_counter     26
ds_counter     23
counter        20
cs_counter     19
ms_counter     16
cs_f            1
ds_f            1
fdiv            1
ms_f            1
sec_f           1
area by class of cell:
cell class                      instances  share of cell area [%]
Multi-Input combinational cell        361                    41.9
Sequential cell                       109                    48.0
Timing Repair Buffer                   11                    2.16
Clock inverter                          6                    1.21
Tap cell                              133                    2.93
Clock buffer                           10                    2.42
Inverter                               20                    1.39
per-layer routing:
metal | global-route usage [%] | up-vias | routed length, µm
li1 | - | 1741 | -
met2 | 25.1 | 35 | 3570
met5 | 0 | - | 0
met3 | 3.51 | 9 | 238
met1 | 29.6 | 1712 | 4510
met4 | 1.94 | 0 | 123
worst min path at each step:
stage | to | depth (start not counted) | startpoint
after global routing | ds_f | 1 | ds_f
final | sec_f | 1 | sec_f
after CTS | sec_f | 1 | sec_f
worst register-to-register path, delay by kind of cell (launching register included):
kind / cells / cell delay, ns
AND/OR/NAND/NOR: 4 / 1.22
multiplexers: 1 / 0.07
buffers and inverters: 1 / 0.08
flip-flops: 1 / 0.45
adder cells (fa/ha/maj): 1 / 0.13
power by group through the flow:
stage	registers (mW)	logic (mW)	clock network, mW
after CTS	1.33	0.0360	0.875
final	1.33	0.0330	0.832
after global routing	1.34	0.0391	0.918
cell usage after synthesis (all sizes together), types with 6 or more instances:
| cell type | instances | area, µm² |
|---|---|---|
| xnor2 | 47 | 412 |
| nand4 | 27 | 169 |
| nand3 | 48 | 250 |
| nand2 | 33 | 124 |
| inv | 19 | 71.3 |
| dfrtp | 109 | 2730 |
| nor4b | 6 | 58.8 |
| xor2 | 40 | 350 |
| nor4 | 9 | 105 |
| and3 | 8 | 50.1 |
| nor2 | 70 | 263 |
| ha | 10 | 125 |
| nor3 | 15 | 101 |
| o21ai | 6 | 30.0 |
| and4 | 8 | 72.6 |
per-stage QoR:
stage          setup WS [ns]  area (µm²)  util [%]  total power [mW]
3_5_place_dp            1.20        5480      55.1              1.40
4_1_cts                 1.18        5690      57.1              2.25
6_report                1.24        5690      57.1              2.20
2_1_floorplan           1.32        5220         -              1.38
3_3_place_gp            1.27        5480      55.1              1.40
5_1_grt                0.990        5690      57.1              2.29
kinds of logic after synthesis:
kind of cell | Yosys count
DFF | 109
buffers and inverters | 26
muxes | 5
AOI/OAI and AO/OA | 9
and+or+nand+nor | 250
xor gates and xnor gates | 87
adders and majority gates | 10
No activity file was given, so power comes from the tool's default toggle rates.
