$ cat flow/config.mk
export PLATFORM = sky130hd
export DESIGN_NAME = House
export DESIGN_NICKNAME = House
export VERILOG_FILES = /design/flow/design.v
export SDC_FILE = /design/flow/constraint.sdc
export NUM_CORES = 4
export LEC_CHECK = 1
export CORE_UTILIZATION = 50
$ cat flow/constraint.sdc
current_design House

set clk_period 4.5
set clk_io_pct 0.2

create_clock -name clk0 -period $clk_period [get_ports {clk}]

set non_clock_inputs [all_inputs -no_clocks]
set_input_delay [expr $clk_period * $clk_io_pct] -clock clk0 $non_clock_inputs
set_output_delay [expr $clk_period * $clk_io_pct] -clock clk0 [all_outputs]
$ cat flow/design.v
module BTr (
    input wire clk,               
    input wire reset,             
    input wire rx,                
    output reg [7:0] data_out,    
    output reg ready              
);
    parameter CLK_FREQ = 50000000;  
    parameter BAUD_RATE = 9600;     
    localparam BAUD_COUNT = (CLK_FREQ / (BAUD_RATE * 16)) - 1;
    reg [15:0] baud_counter;        
    reg [3:0] bit_index;            
    reg [7:0] data_reg;             
    reg [1:0] state;                
    localparam IDLE = 2'b00,        
               RECEIVE_START = 2'b01,  
               RECEIVE_DATA = 2'b10,   
               RECEIVE_STOP = 2'b11;   
    always @(posedge clk or posedge reset) begin
        if (reset) begin
            data_out <= 0;           
            ready <= 0;              
            baud_counter <= 0;       
            bit_index <= 0;          
            state <= IDLE;           
        end else begin
            case (state)
                IDLE: begin
                    if (rx == 0) begin   
                        baud_counter <= 0;  
                        state <= RECEIVE_START;  
                    end
                end
                RECEIVE_START: begin
                    if (baud_counter < BAUD_COUNT) begin
                        baud_counter <= baud_counter + 1;  
                    end else begin
                        baud_counter <= 0;  
                        state <= RECEIVE_DATA;  
                        bit_index <= 0;  
                    end
                end
                RECEIVE_DATA: begin
                    if (baud_counter < BAUD_COUNT) begin
                        baud_counter <= baud_counter + 1;  
                    end else begin
                        baud_counter <= 0;  
                        data_reg[bit_index] <= rx;  
                        if (bit_index < 7) begin
                            bit_index <= bit_index + 1;  
                        end else begin
                            state <= RECEIVE_STOP;  
                        end
                    end
                end
                RECEIVE_STOP: begin
                    if (baud_counter < BAUD_COUNT) begin
                        baud_counter <= baud_counter + 1;  
                    end else begin
                        ready <= 1;            
                        data_out <= data_reg;  
                        state <= IDLE;         
                    end
                end
            endcase
        end
    end
endmodule
module BTt (
    input wire clk,               
    input wire reset,             
    input wire [7:0] data_in,     
    input wire send,              
    output reg tx,                
    output reg busy               
);
    parameter CLK_FREQ = 50000000;  
    parameter BAUD_RATE = 9600;     
    localparam BAUD_COUNT = (CLK_FREQ / (BAUD_RATE * 16)) - 1;
    reg [3:0] bit_index;           
    reg [15:0] baud_counter;        
    reg [7:0] data_reg;             
    localparam IDLE = 2'b00,        
               SEND_START = 2'b01,  
               SEND_DATA = 2'b10,   
               SEND_STOP = 2'b11;   
    reg [1:0] state;                
    always @(posedge clk or posedge reset) begin
        if (reset) begin
            tx <= 1;                 
            busy <= 0;               
            state <= IDLE;           
            baud_counter <= 0;       
            bit_index <= 0;          
        end else begin
            case (state)
                IDLE: begin
                    if (send && !busy) begin
                        data_reg <= data_in;   
                        busy <= 1;             
                        baud_counter <= 0;     
                        state <= SEND_START;   
                        tx <= 0;               
                    end
                end
                SEND_START: begin
                    if (baud_counter < BAUD_COUNT) begin
                        baud_counter <= baud_counter + 1;  
                    end else begin
                        baud_counter <= 0;         
                        state <= SEND_DATA;       
                        bit_index <= 0;           
                    end
                end
                SEND_DATA: begin
                    if (baud_counter < BAUD_COUNT) begin
                        baud_counter <= baud_counter + 1;  
                    end else begin
                        baud_counter <= 0;                     
                        tx <= data_reg[bit_index];            
                        if (bit_index < 7) begin
                            bit_index <= bit_index + 1;       
                        end else begin
                            state <= SEND_STOP;               
                        end
                    end
                end
                SEND_STOP: begin
                    if (baud_counter < BAUD_COUNT) begin
                        baud_counter <= baud_counter + 1;  
                    end else begin
                        tx <= 1;                
                        busy <= 0;              
                        state <= IDLE;          
                    end
                end
            endcase
        end
    end
endmodule
`timescale 1ns / 1ps
module House (
    input wire clk,                 
    input wire reset,               
    input wire rx,                  
    output wire tx,                 
    input wire motion_detected,     
    input wire TopeA,               
    input wire TopeB,               
    output reg motor_up,            
    output reg motor_down,          
    output reg buzzer,              
    output reg led1,                
    output reg led2,                
    output reg led3                 
);
    reg [7:0] data_out;             
    wire ready;                     
    wire [7:0] data_in;             
    wire busy;                      
    wire TopeA_S;                   
    wire TopeB_S;                   
    reg [1:0] motor_cmd;            
    reg [2:0] led_cmd;              
    wire [2:0] leds;                
    BTr receiver (
        .clk(clk),
        .reset(reset),
        .rx(rx),
        .data_out(data_in),         
        .ready(ready)
    );
    BTt transmitter (
        .clk(clk),
        .reset(reset),
        .data_in(data_out),         
        .send(ready),               
        .tx(tx),
        .busy(busy)
    );
    Leds led_controller (
        .clk(clk),
        .reset(reset),
        .cmd(led_cmd),              
        .leds(leds)                 
    );
    Motor motor_controller (
        .clk(clk),
        .reset(reset),
        .cmd(motor_cmd),            
        .TopeA(TopeA),              
        .TopeB(TopeB),              
        .TopeA_S(TopeA_S),          
        .TopeB_S(TopeB_S)           
    );
    Move motion_detector (
        .clk(clk),
        .reset(reset),
        .motion_detected(motion_detected)  
    );
    always @(posedge clk or posedge reset) begin
        if (reset) begin
            motor_cmd <= 2'b00;  
            led_cmd <= 3'b000;    
            motor_up <= 1'b0;      
            motor_down <= 1'b0;    
            buzzer <= 1'b0;        
            led1 <= 1'b0;          
            led2 <= 1'b0;          
            led3 <= 1'b0;          
        end else begin
            motor_cmd <= data_in[1:0];  
            led_cmd <= data_in[7:5];  
            motor_up <= (motor_cmd == 2'b01);    
            motor_down <= (motor_cmd == 2'b10);  
            buzzer <= motion_detected;
            led1 <= leds[0];
            led2 <= leds[1];
            led3 <= leds[2];
        end
    end
    always @(posedge clk or posedge reset) begin
        if (reset) begin
            data_out <= 8'b00000000;  
        end else begin
            data_out[7:5] <= leds;     
            data_out[4]   <= TopeA_S;  
            data_out[3]   <= TopeB_S;  
            data_out[2:0] = 3'b000;    
        end
    end
endmodule
module Leds (
    input wire clk,               
    input wire reset,             
    input wire [2:0] cmd,         
    output reg [2:0] leds         
);
    parameter CLK_FREQ = 50000000;  
    parameter LED_TOGGLE_TIME = 30;  
    localparam COUNT_MAX = CLK_FREQ * LED_TOGGLE_TIME;  
    reg [31:0] counter;            
    reg toggle;                    
    always @(posedge clk or posedge reset) begin
        if (reset) begin
            leds <= 3'b000;          
            counter <= 0;            
            toggle <= 0;             
        end else begin
            if (counter < COUNT_MAX - 1) begin
                counter <= counter + 1;  
            end else begin
                counter <= 0;            
                toggle <= ~toggle;       
            end
            if (toggle) begin
                leds <= 3'b111;          
            end else begin
                leds <= 3'b000;          
            end
            if (cmd) begin
                leds <= cmd;             
            end
        end
    end
endmodule
module Motor (
    input wire clk,                 
    input wire reset,               
    input wire [1:0] cmd,           
    input wire TopeA,               
    input wire TopeB,               
    output reg motor_up,            
    output reg motor_down,          
    output reg TopeA_S,             
    output reg TopeB_S              
);
    always @(posedge clk or posedge reset) begin
        if (reset) begin
            motor_up <= 0;
            motor_down <= 0;
            TopeA_S <= 0;
            TopeB_S <= 0;
        end else begin
            TopeA_S <= TopeA;  
            TopeB_S <= TopeB;  
            case (cmd)
                2'b01: begin  
                    if (!TopeA) begin  
                        motor_up <= 1;   
                        motor_down <= 0;  
                    end else begin
                        motor_up <= 0;    
                    end
                end
                2'b10: begin  
                    if (!TopeB) begin  
                        motor_down <= 1;  
                        motor_up <= 0;    
                    end else begin
                        motor_down <= 0;  
                    end
                end
                default: begin  
                    motor_up <= 0;      
                    motor_down <= 0;    
                end
            endcase
        end
    end
endmodule
module Move (
    input wire clk,                
    input wire reset,              
    input wire motion_detected,    
    output reg buzzer              
);
    parameter DEBOUNCE_TIME = 2500;  
    reg [11:0] debounce_counter;  
    reg motion_state;             
    always @(posedge clk or posedge reset) begin
        if (reset) begin
            buzzer <= 0;            
            debounce_counter <= 0;  
            motion_state <= 0;      
        end else begin
            if (motion_detected) begin
                if (debounce_counter < DEBOUNCE_TIME) begin
                    debounce_counter <= debounce_counter + 1;  
                end else begin
                    motion_state <= 1;  
                end
            end else begin
                debounce_counter <= 0;  
                motion_state <= 0;       
            end
            buzzer <= motion_state;
        end
    end
endmodule
$ cat flow/run.sh
#!/bin/bash
# OpenROAD 26Q1-2900-gdf79404cd8, Yosys 0.63+post, stock flow scripts
make -C /OpenROAD-flow-scripts/flow DESIGN_CONFIG=/design/flow/config.mk WORK_HOME=/design/flow/orfs finish
==> flow_summary.toml <==
# implementation run metrics
[worst_hold_path]
min_path_cells = 0
worstHoldPathType = "reg2reg"

[cells_and_area]
drive_gt1_share_pct = 10.7
largest_reg_flops = 32
syn2layout_area_growth_pct = 16.1
reg_top3 = "led_controller.counter x32, receiver.baud_counter x16, transmitter.baud_counter x16"
top_register = "led_controller.counter"

[placed_design]
dp_slack_ns = 1.75
numPortBuffers = 12
gp_congestion = 0.856
hpwl_um = 6480

[clocking]
cts.sinks = 117
h-tree-depth = 4
cts.hold.buffers_added = 0
clkTransAtPathRegs_ns = 0.06
ctsResizeCount = 0
clockBufferDepth = 2
cts_tree = "yes"
clkLatencyLatePin_ns = 0.52
cts_setup_buffers = 0
cts-root-buf = "clkbuf_8"
cts_made_buffers = 17

[global_route]
grt_max_degree = 61
grt_pass1_vias = 3844
grt_util_all_layers_pct = 20.7
antenna_found_initial = 0
grt_pass1_wl_um = 18200
grt-ovfl-total = 0

[floorplan]
die_w_um = 106
core-area_mm2 = 0.0105
pin_count = 13
rows = 37
die_y_um = 106
fp-utilization_pct = 52.1
die-area_mm2 = 0.0113

[final_timing]
fin_skew_ns = 0.00889
worstMarginPinSlew_ns = 0.871
grt_setup_unrepaired = "false"
fmax_mhz = 401
min_period_over_period_pct = 55.5
slew_violations = 0
final.setup.worst_slack_ns = 2.00
hold_viol = 0
finalSetupViolCount = 0
fin_crit_ns = 2.50
relSlewSlack_pct = 41.5
tns_ns = 0

[yosys]
avgSynthCellArea_um2 = 10.3
synth_warnings = 6
edf_count = 10
ys_ff = 117
async_flop_share_pct = 91.5
ys_seq_share_pct = 54.7
synth_top_area_share_pct = 47.7
synthMostInstantiatedCell = "dfrtp_1"
yosys-top-cells-area = "dfrtp_1 48%, edfxtp_1 5.5%, nor2_1 3.9%, nand2_1 3.8%, xor2_1 3.1%"
synthCells = 531
synth-main-ff-cell = "dfrtp_1"
ys_types = 62
ys_chip_area_mm2 = 0.00546
syn_area_mm2 = 0.00546
top_area_cell = "dfrtp_1"
yosysCellCount = 531
ys_top_cells_by_count = "104 x dfrtp_1, 56 x nor2_1, 55 x nand2_1"

[worst_setup_path]
end_kind = "register"
cpPeakStageDelay_ns = 0.58
required_ns = 4.94
cp.arrival_ns = 2.94
critPathMaxFanout = 10
cp_slowest_cell = "nor4_1"
reg2reg_depth = 6
critPathKind = "reg2reg"
crit_chain = "nor4_1 > a2bb2oi_2 > and3_1 > inv_6 > or4_4 > a21oi_2"
start_kind = "register"

[drt]
wl_um = 10100
wire_per_inst_um = 14.5
vias = 3971
diodes = 0
drtAntennaViolNets = 0
drc = 0
viasPerCell = 5.69
first_iter_violations = 181
dr.pass1.iters = 4

[job]
cap_violations = 0
openroad.warnings = 29

[power]
max-vdd-ir-drop_uv = 430
pwr_density_cell_mw_per_mm2 = 477
cellLeakagePower_uw = 0.00271

[status]
status = "complete, no violations"
==> power breakdown <==
group / internal [uW] / switching [uW] / leakage [uW] / total (uW)
sequential: 1180 / 89.7 / 0.00151 / 1270
combinational: 160 / 180 / 0.000901 / 340
clock: 891 / 515 / 0.000300 / 1410
total: 2240 / 784 / 0.00271 / 3020
==> placed cells by master, fill, tap and decap left out, types with 4 or more instances in the layout <==
cell type          n
a21oi_1           18
a22o_1            11
a31oi_1            5
and3_1            13
clkbuf_16         17
clkdlybuf4s50_1   12
dfrtp_1          104
edfxtp_1          10
ha_1               9
inv_1             20
inv_6              6
mux2_2             7
nand2_1           55
nand3_1           24
nand4_1           14
nor2_1            56
nor2b_1           12
nor3_1            13
nor4_1             9
o211ai_1           5
o21ai_0           31
o31ai_1            5
or3_1              7
or4_1              4
xnor2_1            7
xor2_1            19
==> kinds of logic after synthesis <==
kind of cell / Yosys count / share of synthesized area [%]
compound gates: 106 / 13.2
xor+xnor: 26 / 4.17
fa+ha+maj: 9 / 2.06
buf+inv: 37 / 2.91
flops: 117 / 54.7
mux: 9 / 2.04
other cells: 1 / 0.0687
simple gates: 226 / 20.9
==> metrics by stage <==
step | utilization [%] | power (uW) | std cells | cell area [um2] | hold slack, ns
6_report | 60.5 | 3020 | 698 | 6330 | 0.346
5_1_grt | 60.5 | 3150 | 698 | 6330 | 0.350
4_1_cts | 60.5 | 3050 | 698 | 6330 | 0.350
3_5_place_dp | 54.6 | 1640 | 666 | 5710 | 0.336
3_3_place_gp | 54.6 | 1630 | 666 | 5710 | 0.334
2_1_floorplan | - | 1510 | 531 | 5460 | 0.331
==> layer usage <==
layer	part of all wire (%)	global-route usage (%)
met1	49	35.0
met2	46	30.2
met3	3.9	4.32
met4	1.3	3.03
met5	0	0
==> area by class of cell <==
| type | count | area [um2] |
|---|---|---|
| sequential | 117 | 2980 |
| tap | 136 | 170 |
| timing repair buffer | 14 | 148 |
| clock buffer | 18 | 439 |
| inverter | 22 | 90.1 |
| multi-input combinational | 377 | 2320 |
| clock inverter | 14 | 186 |
| fill | 810 | 4130 |
==> worst max-delay path, delay by kind of cell (launching register included) <==
kind / cells / cell delay (ns)
simple gates: 3 / 1.57
flops: 1 / 0.43
compound gates: 2 / 0.32
buf+inv: 1 / 0.09
==> worst paths after layout <==
kind                                           from                        to  slack (ns)
setup reg to reg           receiver.baud_counter[5]  receiver.baud_counter[7]        2.00
min in group asynchronous                     reset    led_controller.leds[1]        1.01
hold / removal               led_controller.leds[1]               data_out[6]        0.35
max in group asynchronous                     reset            transmitter.tx        2.71
setup / recovery           receiver.baud_counter[5]  receiver.baud_counter[7]        2.00
hold reg to reg              led_controller.leds[1]               data_out[6]        0.35
No activity file was given, so power comes from the tool's default toggle rates.
